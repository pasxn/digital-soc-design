--- flow/run.sh ---
#!/bin/bash
# OpenROAD 26Q1-2900-gdf79404cd8, Yosys 0.63+post, stock flow scripts
make -C /OpenROAD-flow-scripts/flow DESIGN_CONFIG=/design/flow/config.mk WORK_HOME=/design/flow/orfs finish
--- flow/config.mk ---
export PLATFORM = sky130hd
export DESIGN_NAME = vend
export DESIGN_NICKNAME = vend
export VERILOG_FILES = /design/flow/design.v
export SDC_FILE = /design/flow/constraint.sdc
export NUM_CORES = 4
export LEC_CHECK = 1
export CORE_AREA = 10 10 108 108
export DIE_AREA = 0 0 118 118
--- flow/constraint.sdc ---
current_design vend

set clk_period 6.3
set clk_io_pct 0.2

create_clock -name clk0 -period $clk_period [get_ports {clk}]

set non_clock_inputs [all_inputs -no_clocks]
set_input_delay [expr $clk_period * $clk_io_pct] -clock clk0 $non_clock_inputs
set_output_delay [expr $clk_period * $clk_io_pct] -clock clk0 [all_outputs]
--- flow/design.v ---
`timescale 1ps / 1ps
module vend (
  input   wire                clk,
  input   wire                reset,
  input   wire                button_pc,
  input   wire                button_hc,
  input   wire                button_cc,
  input   wire                token_in,
  input   wire                dispense_done,
  output  reg                 vend_busy,
  output  reg                 dispense,
  output  reg [2:0]           coffee_select,
  output  reg [7:0]           change_tokens
);
localparam  WAIT_VEND               = 4'd0;
localparam  TOKEN_ONE               = 4'd1;
localparam  TOKEN_TWO               = 4'd2;
localparam  TOKEN_THREE             = 4'd3;
localparam  PLAIN_COFFEE            = 4'd4;
localparam  PLAIN_COFFEE_CHANGE     = 4'd5;
localparam  HAZELNUT_COFFEE         = 4'd6;
localparam  HAZELNUT_COFFEE_CHANGE  = 4'd7;
localparam  COCONUT_COFFEE          = 4'd8;
localparam  COCONUT_COFFEE_CHANGE   = 4'd9;
localparam  NO_OPERATION            = 4'd10;
reg [7:0]   state             = WAIT_VEND;
reg [7:0]   num_tokens        = 0;
always @(posedge clk) begin
  if (reset) begin
    dispense            <= 0;
    coffee_select       <= 0;
    change_tokens       <= 0;
    vend_busy           <= 0;
    state               <= WAIT_VEND;
  end
  else begin
    case(state)
      WAIT_VEND: begin
        dispense            <= 0;
        coffee_select       <= 0;
        change_tokens       <= 0;
        vend_busy           <= 0;
        if(token_in) begin
          num_tokens  <= num_tokens + 1;
          state       <= TOKEN_ONE;
        end
        else if(button_pc | button_hc | button_cc | dispense_done) begin
          state   <= WAIT_VEND;
        end
      end
      TOKEN_ONE: begin
        if(token_in) begin
          num_tokens <= num_tokens + 1;
          state      <= TOKEN_TWO;
        end
        else if(button_pc) begin
          state <= PLAIN_COFFEE;
        end
        else if(button_hc | button_cc | dispense_done) begin
          state <= TOKEN_ONE;
        end
      end   
      TOKEN_TWO: begin
        if(token_in) begin
          num_tokens <= num_tokens + 1;
          state      <= TOKEN_THREE;
        end
        else if(button_pc) begin
          state <= PLAIN_COFFEE;
        end
        else if(button_hc) begin
          state <= HAZELNUT_COFFEE;
        end        
        else if(button_cc | dispense_done) begin
          state <= TOKEN_TWO;
        end
      end
      TOKEN_THREE: begin
        if(token_in) begin
          num_tokens <= num_tokens + 1;
          state      <= TOKEN_THREE;
        end
        else if(button_pc) begin
          state <= PLAIN_COFFEE;
        end
        else if(button_hc) begin
          state <= HAZELNUT_COFFEE;
        end
        else if(button_cc) begin
          state <= COCONUT_COFFEE;
        end             
        else if(dispense_done) begin
          state <= TOKEN_THREE;
        end
      end
      PLAIN_COFFEE: begin
        coffee_select <= 2'b01;
        dispense      <= 1;
        if(button_pc | button_hc | button_cc ) begin
          state <= PLAIN_COFFEE;
        end
        else if(token_in) begin
          state <= NO_OPERATION;
        end
        else if(dispense_done) begin
          dispense      <= 0;
          num_tokens    <= num_tokens - 1;
          state         <= PLAIN_COFFEE_CHANGE;
        end
      end
      PLAIN_COFFEE_CHANGE: begin
        if(button_pc | button_hc | button_cc | dispense_done | token_in) begin
          state       <= PLAIN_COFFEE_CHANGE;
        end
        vend_busy     <= 1;
        change_tokens <= num_tokens;
        num_tokens    <= 0;
        state         <= WAIT_VEND;
      end
      HAZELNUT_COFFEE: begin
        coffee_select <= 2'b10;
        dispense      <= 1;
        if(button_pc | button_hc | button_cc ) begin
          state <= HAZELNUT_COFFEE;
        end
        else if(token_in) begin
          state <= NO_OPERATION;
        end
        else if(dispense_done) begin
          dispense      <= 0;
          num_tokens    <= num_tokens - 2;
          state         <= HAZELNUT_COFFEE_CHANGE;
        end
      end
      HAZELNUT_COFFEE_CHANGE: begin
        if(button_pc | button_hc | button_cc | dispense_done | token_in) begin
          state       <= PLAIN_COFFEE_CHANGE;
        end
        vend_busy     <= 1;
        change_tokens <= num_tokens;
        num_tokens    <= 0;
        state         <= WAIT_VEND;
      end
      COCONUT_COFFEE: begin
        coffee_select <= 2'b11;
        dispense      <= 1;
        if(button_pc | button_hc| button_cc ) begin
          state <= COCONUT_COFFEE;
        end
        else if(token_in) begin
          state <= NO_OPERATION;
        end
        else if(dispense_done) begin
          dispense      <= 0;
          num_tokens    <= num_tokens - 3;
          state         <= COCONUT_COFFEE_CHANGE;
        end
      end
      COCONUT_COFFEE_CHANGE: begin
        if(button_pc | button_hc | button_cc | dispense_done | token_in) begin
          state       <= PLAIN_COFFEE_CHANGE;
        end
        vend_busy     <= 1;
        change_tokens <= num_tokens;
        num_tokens    <= 0;
        state         <= WAIT_VEND;
      end
      NO_OPERATION: begin
        if(token_in) begin
          num_tokens  <= num_tokens + 1;
          state       <= NO_OPERATION;
        end
        else if(button_pc | button_hc | button_cc | dispense_done) begin
          change_tokens <= num_tokens;
          num_tokens    <= 0;
          state         <= WAIT_VEND;
        end
      end 
    endcase
  end
end
initial begin
  $dumpfile("vend.vcd");
  $dumpvars(1, vend);
end
endmodule
`default_nettype wire
==> impl_metrics.yaml <==
# implementation run metrics
synthesis:
  syn_area_per_cell_sq_um: 7.95
  synth_async_sr_flop_share: 0
  synth.top_cell.area_share: 0.217
  synth_flops: 28
  number_of_warnings_printed_during_yosys_synthesis: 3
  synth-area-yosys_sq_um: 1850
  synth.top_cells.by_area: "dfxtp_1 (22%), edfxtp_1 (13%), a21oi_1 (6.5%), o21ai_0 (3.8%), nor3_1 (3.5%)"
  yosys.stat.seqShare: 0.347
  syn-instance-count: 232
  post-synth-top-area-cell: "dfxtp_1"
  synth.cell_area_sq_um: 1850
  post_synth_cell_types: 52
  synth-cells-yosys: 232
  synth-edff-count: 8
  ys_dominant_reg_cell: "dfxtp_1"
detailed_routing:
  ant_nets: 0
  detail_route.iter0.violations: 100
  diodes: 0
  dr_total_vias: 1746
  vias_per_cell: 4.78
  first_pass_iters: 4
  drc_errors: 0
  route.final.wire_length_microns: 4870
  avgRoutedWirePerCell_microns: 13.3
layout:
  layout.cells.most_common: "a21oi_1"
  mostFrequentLayoutCells: "a21oi_1 (24), dfxtp_1 (20), clkdlybuf4s50_1 (18), nor2_1 (17), nand2_1 (17)"
  n_fill_cell: 1023
  syn2layout_area_growth_pct: 18.4
  layout-drive-gt1-share: 0.0551
power_and_ir_drop:
  power.leakage_nw: 0.718
  finalPower_mw: 0.390
  peakVddDrop_uv: 72.0
  power_density_over_the_cells_nw_per_um2: 178
placement:
  buffer_ports.inserted: 18
  dp_hpwl_microns: 3570
  gp_congestion: 0.975
timing:
  finalHoldViolations: 0
  max_slew.worst_pin.slew_ns: 0.741
  skew_ns: 0.00515
  aggregate_negative_setup_slack_ns: 0
  maxSlewHeadroom: 0.504
  grt_setup_unrepaired: "no"
  fmax_mhz: 291
  timing.final.setup_violations: 0
  final_max_slew_viol_count: 0
  final_min_period_over_clock_period: 0.545
  final_period_minus_worst_setup_slack_ns: 3.43
status:
  status: "finished clean"
setup_path:
  crit_end_element: "register"
  worstReg2RegStart: "state[3]"
  timing.critical_path.to: "num_tokens[0]"
  worstPathRequired_ns: 6.30
  ff2ff_path_depth: 7
  setup_cp_type: "primary input to register"
  regToRegEndpoint: "num_tokens[7]"
  worst-path-max-fanout: 16
  startpoint_class: "primary input"
  regToRegSetupSlack_ns: 3.64
  startpoint: "token_in"
  cp.arrival_ns: 3.44
floorplan:
  fp.dieW_microns: 118
  dieArea_sq_um: 13900
  rows: 35
  die-height_microns: 118
  floorplan.initialDensity: 0.199
  pin_count: 20
  floorplan.core_area_sq_um: 9280
cts:
  cts_htree_levels: 1
  ctsResizeCount: 0
  tritoncts_num_sinks: 28
  clk_transition_reported_paths_ns: 0.10
  cts_made_buffers: 3
  clockBufferDepth: 2
  clock_insertion_delay_worst_skew_ns: 0.28
  cts_tree: "yes"
  cts_post_setup_buffers_inserted: 0
  cts-root-buf: "clkbuf_8"
  cts.hold.buffers_added: 0
global_route:
  grt_util_all_layers: 0.0690
  grt_first_pass_wirelength_microns: 8430
  gr-total-overflow: 0
  grt_pass1_vias: 1689
  maximum_number_of_pins_on_one_net_before_global_route_repair: 20
  antenna_found_initial: 0
flow_run:
  warnings: 26
  maxCapViolCount: 0
worst_hold_path:
  min-delay-path-class: "register to register"
  holdPathStages: 2
==> final cells by class <==
class / count / area, sq um / share of cell area
clock buffers: 3 / 41.3 / 0.0189
clock inverters: 1 / 30.0 / 0.0137
multi-input cells: 177 / 1090 / 0.499
flip-flops and latches: 28 / 641 / 0.293
inverters: 7 / 26.3 / 0.0120
well taps: 129 / 161 / 0.0739
repair buffers: 20 / 195 / 0.0893
==> per-layer routing <==
metal	vias up	global-route usage	routed length, microns	part of all wire
li1	883	-	-	-
met1	787	0.0997	2300	0.47
met2	72	0.105	2140	0.44
met3	4	0.0146	374	0.077
met4	0	0.0108	59	0.012
met5	-	0	0	0
==> report_power, final <==
group,switching [mW],total [mW],internal [mW]
Combinational,0.0286,0.0477,0.0191
Sequential,0.00965,0.200,0.191
Clock,0.0566,0.142,0.0851
==> cell usage after synthesis, types with 2 or more instances <==
| master | instances |
|---|---|
| buf_2 | 2 |
| nor4b_1 | 2 |
| nor3b_1 | 2 |
| edfxtp_1 | 8 |
| nand2_1 | 17 |
| o21ai_0 | 14 |
| nand2b_1 | 6 |
| and2_1 | 2 |
| or4_1 | 2 |
| o31ai_1 | 6 |
| or3_1 | 3 |
| o221ai_1 | 2 |
| dfxtp_1 | 20 |
| clkbuf_1 | 15 |
| a221oi_1 | 5 |
| nand3_1 | 10 |
| nor2b_1 | 6 |
| a22oi_1 | 2 |
| a21oi_1 | 24 |
| nor4_1 | 4 |
| a211oi_1 | 6 |
| ha_1 | 4 |
| or2_2 | 2 |
| nor3_1 | 13 |
| a22o_1 | 2 |
| a31oi_1 | 5 |
| nor2_1 | 17 |
| inv_1 | 7 |
==> kinds of logic (layout without fill, tap and decap cells) <==
kind of cell               after synthesis  after routing  synth area share
AOI/OAI and AO/OA                       79             79             0.287
xor gates and xnor gates                 1              1           0.00475
buffers and inverters                   27             31            0.0624
and+or+nand+nor                         91             91             0.258
adders and majority gates                5              5            0.0380
other                                    1              1           0.00203
DFF                                     28             28             0.347
==> metrics by stage <==
stage               hold WS [ns]  setup WS, ns  cells  instance area (sq um)   util
detailed placement         0.465          2.58    361                   2110  0.228
global route               0.491          2.71    365                   2180  0.235
finish                     0.476          2.87    365                   2180  0.235
global placement           0.453          2.65    361                   2110  0.228
CTS                        0.483          2.88    365                   2180  0.235
floorplan                  0.421          3.45    232                   1850      -
==> flip-flops by register name, summed over array words and instances, names as in the netlist <==
register and cells:
state 8, coffee_select 2, change_tokens 8, dispense 1, num_tokens 8, vend_busy 1
==> how the worst min path moves through the flow <==
stage,end,slack (ns),start
final,coffee_select[0],0.48,coffee_select[0]
after global routing,change_tokens[2],0.49,change_tokens[2]
after CTS,change_tokens[2],0.48,change_tokens[2]
==> critical path, stage by stage <==
cell             delay (ns)
clkdlybuf4s50_1        0.66
nor4_2                 0.64
a21oi_1                0.13
o21ai_0                0.15
and4_1                 0.41
and2_1                 0.18
