File: flow/config.mk
export PLATFORM = sky130hd
export DESIGN_NAME = Moor
export DESIGN_NICKNAME = Moor
export VERILOG_FILES = /design/flow/design.v
export SDC_FILE = /design/flow/constraint.sdc
export NUM_CORES = 4
export LEC_CHECK = 1
export CORE_AREA = 10 10 70 70
export DIE_AREA = 0 0 80 80
File: flow/run.sh
#!/bin/bash
# OpenROAD 26Q1-2900-gdf79404cd8, Yosys 0.63+post, stock flow scripts
make -C /OpenROAD-flow-scripts/flow DESIGN_CONFIG=/design/flow/config.mk WORK_HOME=/design/flow/orfs finish
File: flow/design.v
`timescale 1ns/1ps
module Moor(clk, in, out, rstn );
input wire clk, in, rstn;
output reg out;
reg [1:0]  state;
reg [1:0]  next_state;
parameter S0 = 2'd0, S1 = 2'd1;
parameter S2 = 2'd2, S3 = 2'd3;
always@ (posedge clk, negedge rstn)
begin
	if(!rstn)
		state <= S0;
	else
		state <= next_state;
end
always@(*)
begin
	case(state)
		S0: if(in == 1'd1)  next_state = S1;
			else 			next_state = S0;					
		S1: if(in == 1'd0)  next_state = S2;
			else 			next_state = S0;
		S2: if(in == 1'd1)  next_state = S3;
			else 			next_state = S0;
		S3: if(in == 1'd1)  next_state = S0;
			else 			next_state = S2;		
		default : 			next_state = S0;
	endcase
end
always@(*)
begin
	case(state)
		S0:   	  out = 0;
		S1:   	  out = 0;
		S2:		  out = 0;
		S3:		  out = 1;
		default : out = 0;
	endcase
end
endmodule
File: flow/constraint.sdc
current_design Moor

set clk_period 1.5
set clk_io_pct 0.2

create_clock -name clk0 -period $clk_period [get_ports {clk}]

set non_clock_inputs [all_inputs -no_clocks]
set_input_delay [expr $clk_period * $clk_io_pct] -clock clk0 $non_clock_inputs
set_output_delay [expr $clk_period * $clk_io_pct] -clock clk0 [all_outputs]
==> impl_metrics.ini <==
; synthesis and place-and-route metrics
[status]
status = finished, final reports clean

[logic_synthesis]
ys_ff = 4
ys_cells = 10
yosysSeqAreaShare_pct = 75.70
postSynthAreaPerCell_um2 = 13.39
synth_warnings = 1
synth_top_area_share_pct = 56.07
top_area_cell = dfrtp_1
netlist_instances = 10
synth_cell_types = 6
top_cells_by_area = dfrtp_1 56%, dfstp_2 20%, and2_2 11%, nor2_1 5.6%, a21oi_1 3.7%
synth.cell_area_um2 = 133.9
ys_area_um2 = 133.9

[drt]
vias = 88
route.met2.wl_um = 83
vias_per_cell = 1.397
drtPass1Iterations = 4
wire_per_inst_um = 4.762
drt-met1-wl_um = 138
dr.max_layer_used = met3
drc = 0
drt-initial-drc-count = 3
wirelength_um = 300
antenna_left = 0
diodes = 0
dr_wl_met3_um = 78

[setup_path]
crit_path_max_incr_delay_ns = 0.47
worst_ep_arrival_time_ns = 1.04
crit_required_ns = 1.20
path_class = flip-flop to output pin
cp_max_fo = 2
crit_family = buffers and inverters
crit_chain = clkdlybuf4s50_1
critPathBufInv = 1
slowest_stage = clkdlybuf4s50_1
cp-end-kind = output pin
start_kind = flip-flop

[sta]
whs_ns = 0.2633
tns_ns = 0
slew_violations = 0
max_slew_margin_pct = 87.83
rsz0062_at_grt = no
max_freq_ghz = 0.7460
max_slew.worst_pin.slew_ns = 0.1819
hold_violations = 0
period_needed_ns = 1.341
final-setup-viol-count = 0
fin_worst_skew_ns = 0.005429
fin_crit_sh_pct = 89.37

[power_and_ir_drop]
powerDensity_nw_per_um2 = 1179
ir_drop_mv = 0.1428
p_leak_nw = 0.08964

[floorplan]
die_w_um = 80
io_pins = 4
core_um2 = 3416
fp_util_pct = 3.919
die-area_um2 = 6400
die_height_um = 80
num_rows = 21

[clock_tree]
cts_root_buf = clkbuf_4
cts.clk_slew.worst_paths_ns = 0.04
clk_latency_ns = 0.24
cts_tree = done
cts.repair.resized = 0
cts_num_sinks = 4
h-tree-depth = 1
numCtsBuffers = 3
postCtsHoldBufs = 0
post_cts_buffers = 0
ctsLongestPathBuffers = 2

[final_layout]
stdcell_count = 63
largest_reg_flops = 4
drive_above_1_share_pct = 35.29
regMostFlops = state
final_cell_area_um2 = 247.7
area_growth_pct = 85.05
reg_top3 = state x4
fillers = 410

[job]
tool_warnings = 25
maxCapViolCount = 0

[place]
io_buffers = 3
place_congestion = 0.6081
placed_area_um2 = 221.5
dp_cells = 59

[grt]
antenna_found_initial = 0
grt_max_degree = 6
track_usage_pct = 1.136
grt_pass1_wl_um = 496
grt_pass1_vias = 112
gr-total-overflow = 0

[worst_hold_path]
hold_path_class = input port to async pin
[final timing paths]
| kind | depth (start not counted) | end | from | slack (ns) |
|---|---|---|---|---|
| min in group clk0 | 2 | state[1] | state[2] | 0.48 |
| hold reg to reg | 2 | state[1] | state[2] | 0.48 |
| hold / removal | 1 | state[3] | rstn | 0.26 |
| setup reg to reg | 2 | state[0] | state[0] | 0.75 |
| max in group asynchronous | 1 | state[0] | rstn | 0.99 |
| setup / recovery | 1 | out | state[3] | 0.16 |
[cells in the mapped netlist (all sizes together)]
cell	n
nor2	2
a21oi	1
nor3	1
dfrtp	3
and2	2
dfstp	1
[cell families (layout without fill, tap and decap cells)]
logic type,after synthesis,in the layout,synth area share (%)
AND/OR/NAND/NOR,5,5,20.56
flip-flops,4,4,75.70
AND-OR/OR-AND,1,1,3.735
buffers and inverters,0,7,0
[layout by cell type (no fill, tap or decap)]
cell,Yosys,final
clkbuf_4,0,3
dfrtp_1,3,3
nor2_1,2,2
clkdlybuf4s50_1,0,3
dfstp_2,1,1
a21oi_1,1,1
clkbuf_1,0,1
nor3_1,1,1
and2_2,2,2
[final cells by class]
cell class,count,area [um^2],share of cell area (%)
Clock buffer,4,26.28,10.61
Multi-Input combinational cell,6,32.53,13.13
Sequential cell,4,101.3,40.91
Tap cell,46,57.56,23.23
Timing Repair Buffer,3,30.03,12.12
[where the power goes]
part | switching [mW] | internal (mW)
Combinational | 0.00843 | 0.0124
Clock | 0.0465 | 0.100
Sequential | 0.00417 | 0.121
Total | 0.0591 | 0.233
[stage by stage]
stage / setup WS [ns] / power (mW) / util [%]
CTS: 0.1409 / 0.3014 / 7.253
global placement: 0.4023 / 0.1451 / 6.484
floorplan: 0.7893 / 0.1338 / -
detailed placement: 0.4028 / 0.1471 / 6.484
global route: 0.1047 / 0.3115 / 7.253
finish: 0.1595 / 0.2922 / 7.253
[routing by layer]
metal,track usage (%),vias up
li1,-,45
met1,1.201,39
met2,0.8828,4
met3,1.818,0
met4,0.7042,0
met5,0,-
No activity file was given, so power comes from the tool's default toggle rates.
